==> design/flow/run.sh <==
#!/bin/bash
# OpenROAD 26Q1-2900-gdf79404cd8, Yosys 0.63+post, stock flow scripts
make -C /OpenROAD-flow-scripts/flow DESIGN_CONFIG=/design/flow/config.mk WORK_HOME=/design/flow/orfs finish
==> design/flow/config.mk <==
export PLATFORM = sky130hd
export DESIGN_NAME = counter_jk
export DESIGN_NICKNAME = counter_jk
export VERILOG_FILES = /design/flow/design.v
export SDC_FILE = /design/flow/constraint.sdc
export NUM_CORES = 4
export LEC_CHECK = 1
export CORE_AREA = 10 10 70 70
export DIE_AREA = 0 0 80 80
==> design/flow/constraint.sdc <==
current_design counter_jk

set clk_period 1.1
set clk_io_pct 0.2

create_clock -name clk0 -period $clk_period [get_ports {clk}]

set non_clock_inputs [all_inputs -no_clocks]
set_input_delay [expr $clk_period * $clk_io_pct] -clock clk0 $non_clock_inputs
set_output_delay [expr $clk_period * $clk_io_pct] -clock clk0 [all_outputs]
==> design/flow/design.v <==
module counter_jk(input reset, input clk, input mode, output [2:0] count);
    jk_sync_res jk0(.J((count[1] & ~count[0] & mode) | (count[1] & count[0] & ~mode)),
                    .K((~count[1] & ~count[0] & mode) | (count[1] & count[0] & ~mode)), 
                    .clk(clk), .sync_reset(reset), .Q(count[2]));
    jk_sync_res jk1(.J((count[0] & ~mode) | (~count[2] & count[0])), .K((count[0] & ~mode) | (count[2] & count[0])), 
                    .clk(clk), .sync_reset(reset), .Q(count[1]));
    jk_sync_res jk2(.J((~count[2] & ~count[1]) | (~mode) | (count[2] & count[1])),
                    .K((~mode) | (~count[2] & count[1]) | (count[2] & ~count[1])), 
                    .clk(clk), .sync_reset(reset), .Q(count[0]));
endmodule
module jk_sync_res(J, K, clk, sync_reset, Q);
    input J;
    input K;
    input clk;
    input sync_reset;
    output reg Q;
always @(posedge clk) begin
    if (sync_reset == 1'b1) begin 
        Q <= 1'b0;
    end 
    else begin
    case ({J,K})
        2'b00 :  Q <= Q;  
        2'b01 :  Q <= 0;  
        2'b10 :  Q <= 1;  
        2'b11 :  Q <= ~Q;  
    endcase
    end
end
endmodule
==> run_results.csv <==
group,metric,value,unit
power_and_ir_drop,power,0.000410,W
clock_tree,numClockSinks,3,
clock_tree,cts.reportedPaths.clkPinSlew,0.04,ns
worst_setup_path,setup.worst_path.class,"reg2reg",
worst_setup_path,endpoint,"jk0.Q",
floorplan,die-width,80,um
layout,utilization,10.0,%
final_timing,setup_viol_count_final,0,
worst_setup_path,startpoint,"jk0.Q",
synthesis,post_synth_main_area_contributors,"sky130_fd_sc_hd__dfxtp_1, sky130_fd_sc_hd__a211oi_1, sky130_fd_sc_hd__buf_4",
global_routing,antenna_found_initial,1,
clock_tree,number_of_buffers_inserted_during_clock_tree_synthesis,3,
detailed_routing,route.final.wire_length,465,um
final_timing,slew_viol_final,0,
flow_run,warnings,25,
clock_tree,cts_htree_levels,1,
synthesis,synth.cellmix.simpleShare,20.0,%
worst_setup_path,setup.reg_to_reg.worst_slack,0.04,ns
power_and_ir_drop,power.density_cell_area,1190,nW/um^2
place,io_buffers,5,
global_routing,number_of_global_route_vias_before_repair,169,
place,gpl.final_weighted_congestion,0.721,
place,pre_cts_ws,-0.375,ns
floorplan,boundaryPins,6,
synthesis,avgSynthCellArea,8.89,um^2
worst_setup_path,r2r-end,"jk0.Q",
final_timing,skew,0.00445,ns
synthesis,post_synth_seq_share,35.6,%
clock_tree,tritoncts,"yes",
detailed_routing,met3WireLength,80,um
synthesis,synth.yosys.num_cells,19,
synthesis,yosysTopAreaCell,"sky130_fd_sc_hd__dfxtp_1",
final_timing,clock.fmax,0.948,GHz
global_routing,pin_count_of_the_biggest_net_entering_global_routing,7,
final_timing,layout_setup_ws,0.0447,ns
flow_run,maxCapViolations,0,
detailed_routing,met2_wirelength,154,um
detailed_routing,overall_via_count_from_detail_route,169,
detailed_routing,wirelength_met1,230,um
layout,final_layout_size_suffix_gt1_share,58.6,%
final_timing,finalCritPeriodShare,95.9,%
synthesis,syn_area,169,um^2
detailed_routing,highest_layer,"met3",
min_path,min-delay-path-class,"reg2reg",
worst_setup_path,r2r_start,"jk0.Q",
layout,layout.cells.most_common,"sky130_fd_sc_hd__dlygate4sd2_1",
place,place_hpwl,304,um
power_and_ir_drop,leakagePower,0.126,nW
synthesis,yosysTopAreaCellShare,35.6,%
global_routing,grt_util_all_layers,1.55,%
clock_tree,holdBufCountCts,0,
detailed_routing,initialDrtViolationCount,7,
status,run_status,"finished clean",
final_timing,post-route-min-period,1.06,ns
synthesis,post_synth_xor_area_fraction,0,%
synthesis,ys.warnings.count,1,
final_timing,tightestPinTransition,0.284,ns
synthesis,top_logic_kind,"AND-OR/OR-AND gates",
synthesis,yosys.stat.chipArea,169,um^2
worst_setup_path,worst_path_largest_cell_delay,0.33,ns
floorplan,chip_height,80,um
global_routing,globalRouteOverflowTotal,0,
power_and_ir_drop,irDropWorstVdd,160,uV
detailed_routing,via_per_inst,2.22,
final_timing,relSlewSlack,81.0,%
worst_setup_path,setup.worst_path.start_class,"register",
worst_setup_path,r2r_cells,4,
global_routing,grt_pass1_wl,752,um
worst_setup_path,cp_cell_sequence,"buf_4, nand3b_1, o21ai_2, a2111oi_2",
clock_tree,clk_path_buf_depth,2,
synthesis,numSynthFlops,3,
synthesis,synthCells,19,
detailed_routing,drc_violations_left,0,
detailed_routing,route.detailed.wl_per_inst,6.12,um
floorplan,row_count,21,
worst_setup_path,critical_path_peak_fanout,6,
worst_setup_path,crit_path_top_delay_cell,"sky130_fd_sc_hd__dfxtp_4",
synthesis,post_synth_ao_oa_area_fraction,22.2,%
clock_tree,cts_root_buffer,"sky130_fd_sc_hd__clkbuf_4",
clock_tree,clk-insertion-delay-late,0.23,ns
worst_setup_path,cp.required,1.21,ns
floorplan,die-area,6400,um^2
detailed_routing,dr.pass1.iters,2,
floorplan,core_util_floorplan,4.95,%
floorplan,core-area,3420,um^2
synthesis,synth.area.mux_share,6.67,%
worst_setup_path,timing.critical_path.arrival,1.17,ns
final_timing,final_hold_viol_count,0,
layout,synthToLayoutAreaGrowth,103,%
synthesis,post_synth_num_cell_types,12,
min_path,hold_path_depth,2,
layout,most-common-layout-cells,"sky130_fd_sc_hd__dlygate4sd2_1, sky130_fd_sc_hd__clkbuf_4, sky130_fd_sc_hd__buf_4, sky130_fd_sc_hd__a211oi_1, sky130_fd_sc_hd__dfxtp_2",
worst_setup_path,critical_path.endpoint_type,"register",
final_timing,rsz_0062_raised_after_global_routing,"no",
detailed_routing,final_antenna_net_count,0,
synthesis,adder_share,0,%
-- registers in the layout, summed over array words and instances (netlist names) --
register / count
jk2.Q: 1
jk1.Q: 1
jk0.Q: 1
-- through the flow --
step	std cells	hold slack, ns	area [um^2]	setup TNS [ns]
CTS	76	0.531	329	0
finish	76	0.559	343	0
global route	76	0.565	343	0
floorplan	19	0.293	169	0
global placement	70	0.558	277	-0.917
detailed placement	70	0.557	277	-0.930
-- routing by layer --
metal  up-vias  global-route usage [%]
met5         -                       0
met4         0                   0.352
met3         0                    1.93
met2         6                    1.44
met1        76                    1.99
li1         87                       -
-- worst min path at each step --
stage	startpoint	endpoint	slack (ns)
final	jk2.Q	jk2.Q	0.56
after global routing	jk2.Q	jk1.Q	0.57
after CTS	mode	jk1.Q	0.53
-- cell families (layout without fill, tap and decap cells) --
| kind of cell | count (synthesis) | count (layout) |
|---|---|---|
| AND-OR/OR-AND | 5 | 5 |
| AND/OR/NAND/NOR | 6 | 6 |
| buffers and inverters | 4 | 14 |
| other | 0 | 1 |
| flip-flops | 3 | 3 |
| multiplexers | 1 | 1 |
-- what timing repair did --
action | in CTS | in global routing
gates resized | 10 | 5
endpoints found under the setup margin | 5 | 3
pin swaps | 2 | 2
setup buffers | 2 | 0
-- cell type report --
| type | count | area (um^2) |
|---|---|---|
| Antenna cell | 1 | 2.50 |
| Clock buffer | 4 | 26.3 |
| Fill cell | 398 | 3070 |
| Inverter | 1 | 3.75 |
| Multi-Input combinational cell | 12 | 108 |
| Sequential cell | 3 | 66.3 |
| Tap cell | 46 | 57.6 |
| Timing Repair Buffer | 9 | 78.8 |
-- critical path, delay by kind of cell, from the launching register on --
kind            cells  cell delay [ns]
simple gates        1             0.09
buf+inv             1             0.15
compound gates      2             0.36
flops               1             0.33
-- cell usage after synthesis, drive strengths merged --
| library cell | n |
|---|---|
| a211oi | 3 |
| nand3b | 1 |
| mux2 | 1 |
| nor2b | 1 |
| and2 | 1 |
| o21ai | 1 |
| nor2 | 2 |
| dfxtp | 3 |
| inv | 1 |
| buf | 3 |
| nor3 | 1 |
| a2111oi | 1 |
-- power by group --
group | internal (W) | switching [W] | leakage (nW)
clock | 0.000136 | 0.0000563 | 0.0150
sequential | 0.000120 | 0.00000634 | 0.0260
combinational | 0.0000519 | 0.0000393 | 0.0847
No activity file was given, so power comes from the tool's default toggle rates.
