### design/flow/run.sh
#!/bin/bash
# OpenROAD 26Q1-2900-gdf79404cd8, Yosys 0.63+post, stock flow scripts
make -C /OpenROAD-flow-scripts/flow DESIGN_CONFIG=/design/flow/config.mk WORK_HOME=/design/flow/orfs finish
### design/flow/constraint.sdc
current_design counter_d

set clk_period 1.1
set clk_io_pct 0.2

create_clock -name clk0 -period $clk_period [get_ports {clk}]

set non_clock_inputs [all_inputs -no_clocks]
set_input_delay [expr $clk_period * $clk_io_pct] -clock clk0 $non_clock_inputs
set_output_delay [expr $clk_period * $clk_io_pct] -clock clk0 [all_outputs]
### design/flow/config.mk
export PLATFORM = sky130hd
export DESIGN_NAME = counter_d
export DESIGN_NICKNAME = counter_d
export VERILOG_FILES = /design/flow/design.v
export SDC_FILE = /design/flow/constraint.sdc
export NUM_CORES = 4
export LEC_CHECK = 1
export CORE_AREA = 10 10 70 70
export DIE_AREA = 0 0 80 80
### design/flow/design.v
module counter_d(input reset, input clk, input mode, output [2:0] count);
dff_sync_res dff0(.D((count[1] & ~count[0] & mode) | (~count[2] & count[1] & count[0] & ~mode) | (count[2] & ~count[1] & ~mode)
                    | (count[2] & count[0] & mode) | (count[2] & ~count[0] & ~mode)), .clk(clk), .sync_reset(reset), .Q(count[2]));
dff_sync_res dff1(.D((count[1] & ~count[0]) | (~count[1] & count[0] & ~mode) | (~count[2] & count[0] & mode)), 
.clk(clk), .sync_reset(reset), .Q(count[1]));
dff_sync_res dff2(.D((~count[2] & ~count[1] & mode) | (~count[0] & ~mode) | (count[2] & count[1] & mode)), 
.clk(clk), .sync_reset(reset), .Q(count[0]));
endmodule
module dff_sync_res(D, clk, sync_reset, Q);
    input D;
    input clk;
    input sync_reset;
    output reg Q;
    always@(posedge clk)
    begin
        if(sync_reset == 1'b1)
            Q<=1'b0;
        else
            Q <= D;
    end
endmodule 
==> impl_metrics.json <==
{
  "drv.max_cap_violation_count": 0,
  "worst_setup_path_end_kind": "register",
  "placement.io_buffers": 5,
  "clock_skew_ns": 0.003321,
  "timing.critical_path.cells": "buf_4 > or2_4 > a21oi_2 > a2111oi_2",
  "sw_frac_of_total_pct": 24.54,
  "synth_largest_type_area_fraction_pct": 35.29,
  "wirelength_microns": 501,
  "core-area_sq_um": 3416,
  "post_cts_hold_buffer_count": 0,
  "detailed_place_hpwl_microns": 374.6,
  "report.power.total_uw": 423.0,
  "critPathSlowestCell": "sky130_fd_sc_hd__dfxtp_2",
  "num_rows": 21,
  "worst_r2r_startpoint": "dff2.Q",
  "worst-path-max-fanout": 2,
  "synthDominantAreaCellType": "sky130_fd_sc_hd__dfxtp_1",
  "min_period_over_period_pct": 93.43,
  "met1_wirelength_microns": 195,
  "postLayoutCoreUtil_pct": 10.07,
  "power.clock.fraction_pct": 45.0,
  "dr_wl_met3_microns": 139,
  "syn_inst_count": 19,
  "timing.final.crit_period_ns": 1.028,
  "placedInstanceArea_sq_um": 285.3,
  "design.die.area_sq_um": 6400,
  "initialDrtViolationCount": 8,
  "seq_area_frac_synth_pct": 35.29,
  "grt_start_max_net_pins": 6,
  "postSynthAreaPerCell_sq_um": 8.956,
  "finish.instance_area_sq_um": 344.1,
  "first_global_vias": 187,
  "die_w_microns": 80,
  "share_comb_of_total_power_pct": 24.5,
  "leakage_nw": 0.1310,
  "synth.area.top_cells": "sky130_fd_sc_hd__dfxtp_1 (35%), sky130_fd_sc_hd__buf_4 (13%), sky130_fd_sc_hd__a2111oi_2 (8.8%)",
  "fin_setup_tns_ns": 0,
  "dr_wl_met2_microns": 157,
  "yosys-stat-area_sq_um": 170.2,
  "synthesis.yosys.warnings": 1,
  "worst_setup_path_endpoint": "dff0.Q",
  "flow.area_growth_from_synthesis_pct": 102.2,
  "ys_cells": 19,
  "fmax_mhz": 973.1,
  "lay_top_count": "sky130_fd_sc_hd__dlygate4sd2_1",
  "slew_viol_final": 0,
  "clk_latency_ns": 0.23,
  "routed-via-count": 169,
  "antenna_violations_before_repair": 0,
  "top_layer_used": "met4",
  "critical_path.max_stage_delay_ns": 0.32,
  "slew_at_the_pin_closest_to_its_max_slew_limit_ns": 0.2599,
  "startpoint_type": "register",
  "final-setup-viol-count": 0,
  "internal-power_uw": 319.2,
  "route.detailed.vias_per_inst": 2.224,
  "ant_nets": 0,
  "route.detailed.wl_per_inst_microns": 6.592,
  "top_logic_cells_by_instance_count_in_the_layout": "sky130_fd_sc_hd__dlygate4sd2_1 (4), sky130_fd_sc_hd__clkbuf_4 (3), sky130_fd_sc_hd__dfxtp_2 (3), sky130_fd_sc_hd__buf_4 (3)",
  "rsz_0062_raised_after_global_routing": "no",
  "cts.htree.levels": 1,
  "final_hold_viol_count": 0,
  "root_buffer": "sky130_fd_sc_hd__clkbuf_4",
  "grt_first_pass_wirelength_microns": 848,
  "grt-ovfl-total": 0,
  "run_status": "completed",
  "ioPinCount": 6,
  "critPathArrivalTime_ns": 1.14,
  "share_seq_of_total_power_pct": 30.5,
  "drc": 0,
  "clock_transition_at_the_register_clock_pins_on_the_worst_setup_and_hold_paths_after_cts_ns": 0.03,
  "worst_setup_path_startpoint": "dff2.Q",
  "tool_warnings": 25,
  "weighted_congestion_at_the_end_of_routability_driven_global_placement": 0.7664,
  "cts_inserted_buffers": 3,
  "crit_type": "reg -> reg",
  "die_y_microns": 80,
  "hold_path_class": "in -> reg",
  "fillers": 398,
  "power_per_unit_of_standard_cell_area_nw_per_um2": 1230,
  "worstReg2RegEnd": "dff0.Q",
  "clkSinkCount": 3,
  "detailedRoute.firstPassIterationCount": 3,
  "layout_cells_sized_above_1_pct": 56.67,
  "slew_hr_pct": 82.64,
  "tritoncts": "yes",
  "max-vdd-ir-drop_v": 0.0002387,
  "cell_count_of_the_worst_reg_to_reg_path": 4,
  "floorplan.core_util_pct": 4.982,
  "rrSetupSlack_ns": 0.07,
  "clock_tree.buffer_depth": 2,
  "net-switching-power_uw": 103.8,
  "post_synth_instance_area_sq_um": 170.2,
  "synth.ff_latch_count": 3,
  "synth.distinct_cells": 14,
  "worst-endpoint-required_ns": 1.22,
  "gr-usage-all-layers_pct": 1.783,
  "antenna-diode-count": 0
}
power groups by stage:
stage | Sequential [mW] | Clock (mW) | Combinational (mW)
after CTS | 0.126 | 0.203 | 0.106
after global routing | 0.131 | 0.222 | 0.114
final | 0.129 | 0.190 | 0.104
sequential cells by signal (all words and copies together), names as in the netlist:
name and cells:
dff2.Q 1, dff0.Q 1, dff1.Q 1
per-layer routing:
layer | global-route usage [%] | vias to the layer above
li1 | - | 85
met1 | 1.662 | 74
met2 | 1.926 | 8
met3 | 2.727 | 2
met4 | 0.7042 | 0
met5 | 0 | -
stage by stage:
| step | hold slack (ns) | worst slack (ns) | instances |
|---|---|---|---|
| global placement | 0.5714 | -0.3256 | 71 |
| global route | 0.5063 | 0.03559 | 76 |
| floorplan | 0.2889 | 0.1048 | 19 |
| CTS | 0.4413 | 0.003271 | 78 |
| finish | 0.4712 | 0.07231 | 76 |
| detailed placement | 0.5915 | -0.3497 | 71 |
cell families after synthesis:
group / share of synthesized area [%]
AND/OR/NAND/NOR: 15.44
XOR/XNOR: 5.148
multiplexers: 6.617
flip-flops: 35.30
AND-OR/OR-AND: 22.06
buffers and inverters: 15.44
final cells by class:
type                       count  area (sq um)  area share (%)
multi-input combinational     12         102.6           29.82
tap                           46         57.56           16.73
inverter                       1         3.754           1.091
timing repair buffer          10         90.09           26.18
clock buffer                   4         26.28           7.636
sequential                     3         63.81           18.55
synthesized netlist by cell type (all sizes together):
library cell,instances
or2,1
a2111oi,1
nand2,1
dfxtp,3
mux2,1
buf,3
a21oi,2
inv,1
nand3b,1
o21ai,1
a211oi,1
nor2,1
xnor2,1
nor3,1
worst min path at each step:
stage | cells after the start | end | start
CTS | 3 | dff2.Q | mode
finish | 3 | dff2.Q | mode
global route | 3 | dff2.Q | mode
critical path, delay by kind of cell (launching register included):
| kind | cells | cell delay [ns] |
|---|---|---|
| DFF | 1 | 0.32 |
| AOI/OAI and AO/OA | 2 | 0.37 |
| buffers and inverters | 1 | 0.10 |
| and+or+nand+nor | 1 | 0.12 |
timing repair:
action	CTS	global route
gates resized	11	4
endpoints found under the setup margin	5	3
pin swaps	1	1
setup buffers	3	0
No activity file was given, so power comes from the tool's default toggle rates.
