$ cat /design/flow/design.v
module four_bit_2x1_mux(In_1, In_0, Select, Out);
	input [3:0] In_1;
	input [3:0] In_0;
	input Select;
	output [3:0] Out;
	assign Out = (Select) ? In_1 : In_0;
endmodule
module four_bit_adder_subtractor(A, B, subtract, Result, Cout);
    input [3:0] A;
    input [3:0] B;
    input subtract;
    output [3:0] Result;
    output Cout;
    wire [3:0] result_of_mux;
    wire Cin=0;
    wire [3:0] complement_B;
    two_s_complement two_s_complementer(.In(B),.Out(complement_B));
    four_bit_2x1_mux mux(.In_1(complement_B),.In_0(B),.Select(subtract),.Out(result_of_mux));
    four_bit_rca rca(.A(A),.B(result_of_mux),.Cin(Cin),.S(Result),.Cout(Cout));
endmodule
module four_bit_rca(
    input [3:0] A,
    input [3:0] B,
    input Cin,
    output [3:0] S,
    output Cout
);
    wire s1,s2,s3,c1,c2,c3;
    full_adder u1(.A(A[0]),.B(B[0]),.Cin(Cin),.S(S[0]),.Cout(c1));
    full_adder u2(.A(A[1]),.B(B[1]),.Cin(c1),.S(S[1]),.Cout(c2));
    full_adder u3(.A(A[2]),.B(B[2]),.Cin(c2),.S(S[2]),.Cout(c3));
    full_adder u4(.A(A[3]),.B(B[3]),.Cin(c3),.S(S[3]),.Cout(Cout));
endmodule
module full_adder(
    input A,
    input B,
    input Cin,
    output S,
    output Cout
);
    wire sum_1,carry_1, carry_2, carry_3;
    assign {Cout, S} = A + B + Cin;
endmodule
module two_s_complement(In,Out);
    input [3:0] In;
    output [3:0] Out;
    assign Out[3] = In[3] ^ (In[2] | In[1] | In[0]);
    assign Out[2] = In[2] ^ (In[1] | In[0]);
    assign Out[1] = In[1] ^ In[0];
    assign Out[0] = In[0];
endmodule  
$ cat /design/flow/run.sh
#!/bin/bash
# OpenROAD 26Q1-2900-gdf79404cd8, Yosys 0.63+post, stock flow scripts
make -C /OpenROAD-flow-scripts/flow DESIGN_CONFIG=/design/flow/config.mk WORK_HOME=/design/flow/orfs finish
$ cat /design/flow/config.mk
export PLATFORM = sky130hd
export DESIGN_NAME = four_bit_adder_subtractor
export DESIGN_NICKNAME = four_bit_adder_subtractor
export VERILOG_FILES = /design/flow/design.v
export SDC_FILE = /design/flow/constraint.sdc
export NUM_CORES = 4
export LEC_CHECK = 1
export CORE_AREA = 10 10 70 70
export DIE_AREA = 0 0 80 80
$ cat /design/flow/constraint.sdc
current_design four_bit_adder_subtractor

set clk_period 2.7
set clk_io_pct 0.2

create_clock -name clk0 -period $clk_period

set non_clock_inputs [all_inputs -no_clocks]
set_input_delay [expr $clk_period * $clk_io_pct] -clock clk0 $non_clock_inputs
set_output_delay [expr $clk_period * $clk_io_pct] -clock clk0 [all_outputs]
==> highlights.md <==
Yosys
• 0 — count of warnings emitted by yosys
• 8.70 sq um — Post-Synthesis Mean Instance Area
• 183 sq um — chip area from the yosys synthesis statistics
• 0 — sequential-to-total area share from yosys stat
• 9 — post-synth cell types
• sky130_fd_sc_hd__fa_1 — Yosys top cell by area
• 183 sq um — cell area after technology mapping
• 21 — synthesized instance count
• sky130_fd_sc_hd__fa_1 33%, sky130_fd_sc_hd__buf_4 16%, sky130_fd_sc_hd__ha_1 14%, sky130_fd_sc_hd__inv_1 12%, sky130_fd_sc_hd__xnor2_1 9.6% — ranking of synthesized cells by area
• 0.329 — fraction of synthesized cell area taken by the top area cell type
• 21 — # Cells Yosys

Critical path
• 2 — maximum fanout encountered on the critical timing path
• 2.19 ns — signal arrival time at the worst endpoint
• 2.16 ns — worst endpoint required time
• primary output — Setup crit end kind
• input pin — Worst setup SP type
• in -> out — path type of the worst setup path

Route
• 0 — antenna-violating nets left
• 0 — drt first-iter violations
• 175 — Vias
• 7.42 um — average wire per standard cell
• 0 — number of remaining DRC errors
• 0 — antenna cells
• 601 um — Final Routed Wirelength
• 2.16 — number of vias per cell after detailed routing
• 1 — number of detailed-route iterations in the first pass

Cells and area
• 405 sq um — post-route design area
• 0 — number of clock buffers in the layout
• 6 x sky130_fd_sc_hd__clkdlybuf4s50_1, 4 x sky130_fd_sc_hd__dlygate4sd2_1, 4 x sky130_fd_sc_hd__buf_4, 3 x sky130_fd_sc_hd__inv_2 — most frequently placed logic cells in the final layout
• 0.571 — share of cells above drive strength 1
• 0 sq um — area of all sequential standard cells
• sky130_fd_sc_hd__clkdlybuf4s50_1 — most frequent logic cell in the layout
• 122% — area growth from synthesis to layout
• 81 — Final Non-Filler Cells
• 0.119 — Layout Utilization
• 0 — sequential cells

Status
• negative setup slack — violations in the final reports
• finished, violations left — run status

Floorplan
• 0.00640 sq mm — die outline area
• 14 — number of primary I/O pins
• 80 um — die boundary width
• 21 — Std-Cell Rows
• 0.0535 — Initial Utilization
• 0.00342 sq mm — floorplan core area
• 80 um — Die H

Run
• 34 — OpenROAD warnings
• 0 — number of violations of the max-capacitance limit

STA
• 0.835 — Slew headroom
• 366 MHz — maximum clock frequency
• -0.0345 ns — Setup WS post-layout
• 2.73 ns — minimum clock period
• 1 — final count of negative-setup-slack endpoints
• 1.73 ns — WHS
• 1.01 — cycle use final
• 0.246 ns — measured slew at the worst slew-check pin
• -0.0345 ns — Final TNS setup
• 0 — fin. max-slew vios
• yes — RSZ-0062 raised after global routing
• 0 — number of hold violations in the final report

Placed design
• 80 — number of cells in the design after placement
• 373 sq um — area post-placement
• 576 um — placed wire-length estimate
• -0.996 ns — post-placement worst setup slack
• 0.712 — routability cong.
• 14 — Port Buffers

Worst hold path
• in -> out — Tightest Hold Check Type

GRT
• 0 — antenna violations before repair
• 198 — vias in the first global route
• 917 um — first-pass GRT wire length
• 4 — pin count of the biggest net entering global routing
• 0 — total congestion overflow after global routing
• 0.0185 — total routing resource utilization after global routing

Pwr
• 0.161 nW — leakage power of the design
• 172 mW/mm^2 — power density over cell area
• 0.0000162 V — Worst VDD drop
• 0.0699 mW — Power, Total

CTS
• 0 — number of hold buffers added after cts

[final timing paths]
check	from	end	slack, ns	cells past startpoint
worst max-delay path	B[0]	Result[3]	-0.03	11
worst min-delay path	B[1]	Result[3]	1.73	6
[worst max-delay path, cell delays in order]
cell and delay, ns:
sky130_fd_sc_hd__buf_6 0.10, sky130_fd_sc_hd__inv_4 0.05, sky130_fd_sc_hd__ha_4 0.19, sky130_fd_sc_hd__nand2_2 0.05, sky130_fd_sc_hd__o21ai_2 0.06, sky130_fd_sc_hd__fa_2 0.34, sky130_fd_sc_hd__inv_2 0.07, sky130_fd_sc_hd__fa_2 0.19
sky130_fd_sc_hd__inv_2 0.04, sky130_fd_sc_hd__fa_1 0.49, sky130_fd_sc_hd__buf_2 0.08
[cell usage after synthesis]
library cell / n
sky130_fd_sc_hd__buf_4: 4
sky130_fd_sc_hd__fa_1: 3
sky130_fd_sc_hd__ha_1: 2
sky130_fd_sc_hd__inv_1: 6
sky130_fd_sc_hd__nand2_1: 1
sky130_fd_sc_hd__nor2b_1: 1
sky130_fd_sc_hd__o21ai_0: 1
sky130_fd_sc_hd__o31ai_2: 1
sky130_fd_sc_hd__xnor2_1: 2
[cells by family after synthesis]
group           share of synthesized area
fa+ha+maj                           0.466
simple gates                       0.0548
xor+xnor                           0.0959
compound gates                     0.0959
buf+inv                             0.288
[report_power, final]
part | switching, mW | internal [mW] | total (mW) | leakage [nW]
combinational | 0.0246 | 0.0453 | 0.0699 | 0.161
clock | 0 | 0 | 0 | 0
sequential | 0 | 0 | 0 | 0
total | 0.0246 | 0.0453 | 0.0699 | 0.161
[timing repair]
item                                    in CTS  in global routing
gates cloned                                 0                  0
buffers inserted                             1                  0
endpoints found under the setup margin       4                  2
pin swaps                                    6                  4
gates resized                               33                  2
[layout make-up]
cell class | instances | area (sq um)
multi-input cells | 11 | 156
inverters | 6 | 30.0
well taps | 46 | 57.6
fillers | 399 | 3010
repair buffers | 18 | 161
[layer usage]
layer,vias to the layer above,GRT usage,share of wire
met5,-,0,0
met1,85,0.0126,0.29
li1,86,-,-
met4,0,0,0
met2,4,0.0449,0.64
met3,0,0.00568,0.063
Power and IR drop assume default switching activity.
